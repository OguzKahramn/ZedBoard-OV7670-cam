===== flow/config.mk =====
export PLATFORM = sky130hd
export DESIGN_NAME = ov7670_data_handler
export DESIGN_NICKNAME = ov7670_data_handler
export VERILOG_FILES = /design/flow/design.v
export SDC_FILE = /design/flow/constraint.sdc
export NUM_CORES = 4
export LEC_CHECK = 1
export CORE_UTILIZATION = 30

===== flow/constraint.sdc =====
current_design ov7670_data_handler

set clk_period 3.8
set clk_io_pct 0.2

create_clock -name clk0 -period $clk_period [get_ports {PXL_CLK_I}]

set non_clock_inputs [all_inputs -no_clocks]
set_input_delay [expr $clk_period * $clk_io_pct] -clock clk0 $non_clock_inputs
set_output_delay [expr $clk_period * $clk_io_pct] -clock clk0 [all_outputs]

===== flow/design.v =====
`timescale 1ns / 1ps
module ov7670_data_handler(
    input         CLK_25_I            ,
    input         PXL_CLK_I           ,
    input         RST_25_N_I          ,
    input         CAM_RST_I           ,
    input [7:0]   DATA_PXL_I          ,
    input         HREF_I              ,
    output        RST_O               ,
    output        PWDN_O              ,
    output        XCLK_O              ,
    output [11:0] RGB_DATA_O          ,
    output        DATA_VALID_O        ,
    output [14:0] BRAM_ADDR_O         
  );
  localparam [1:0]   IDLE_S       = 2'd0                   ;
  localparam [1:0]   FIRST_BYTE_S = 2'd1                   ;
  localparam [1:0]   SECOND_BYTE_S= 2'd2                   ;
  reg  [1:0]   data_handler_state                          ;
  reg  [11:0]  pixel_data_r                                ;
  reg          pixel_data_valid_r                          ;
  assign RGB_DATA_O     = pixel_data_r                     ;
  assign DATA_VALID_O   = pixel_data_valid_r               ;
  assign XCLK_O         = CLK_25_I                         ;
  assign RST_O          = !CAM_RST_I || RST_25_N_I         ;
  assign PWDN_O         = 1'd0                             ;
  always @(posedge PXL_CLK_I)begin
    if(!RST_25_N_I)begin
      pixel_data_r                     <= 12'd0            ;
      pixel_data_valid_r               <= 1'd0             ;
      data_handler_state               <= IDLE_S           ;
    end  
    else begin
      case(data_handler_state)
        IDLE_S : begin
          if(HREF_I)begin
            data_handler_state         <= FIRST_BYTE_S     ;
            pixel_data_r[11:8]         <= DATA_PXL_I[3:0]  ;
          end  
          else begin
            pixel_data_r               <= 12'd0            ;
            pixel_data_valid_r         <= 1'd0             ;
            data_handler_state         <= IDLE_S           ;
          end  
        end  
        FIRST_BYTE_S : begin
          pixel_data_r[7:0]            <= DATA_PXL_I       ;
          pixel_data_valid_r           <= 1'd1             ;
          data_handler_state           <= SECOND_BYTE_S    ;
        end  
        SECOND_BYTE_S : begin
          data_handler_state           <= FIRST_BYTE_S     ;
          pixel_data_valid_r           <= 1'd0             ;
          pixel_data_r[11:8]           <= DATA_PXL_I[3:0]  ;
        end  
        default: data_handler_state    <= IDLE_S           ;
      endcase
    end  
  end  
  reg  [14:0]    address_cnt_r                             ;
  localparam [14:0] MAX_ADDRESS_C     =  15'd30720         ;
  assign BRAM_ADDR_O                  = address_cnt_r      ;
  always @ (posedge PXL_CLK_I) begin
    if(!RST_25_N_I) begin
      address_cnt_r            <= 15'd0                    ;
    end  
    else begin
      if(pixel_data_valid_r)begin
        address_cnt_r          <= address_cnt_r + 15'd1    ;
      end  
      if(address_cnt_r == MAX_ADDRESS_C - 15'd1) begin
        address_cnt_r          <= 15'd0                    ;
      end
    end  
  end  
endmodule

===== flow/run.sh =====
#!/bin/bash
# OpenROAD 26Q1-2900-gdf79404cd8, Yosys 0.63+post, stock flow scripts
make -C /OpenROAD-flow-scripts/flow DESIGN_CONFIG=/design/flow/config.mk WORK_HOME=/design/flow/orfs finish

==> results.py <==
# Generated from Yosys and OpenROAD reports
metrics = {
    "outcome": {
        "status": "completed",
    },
    "cells_and_area": {
        "drive_above_1_share": 0.06857,
        "logic_area_um2": 623.1,
        "fin_cells": 225,
        "fill_cells": 358,
        "final_util": 0.4431,
        "seq_area_um2": 620.6,
        "syn2layout_area_growth_pct": 40.33,
    },
    "floorplanning": {
        "die_width_um": 67.35,
        "fp_util": 0.3158,
        "ios": 44,
        "die_h_um": 67.35,
        "core_mm2": 0.004058,
        "die_area_mm2": 0.004536,
        "rows": 23,
    },
    "power": {
        "p_per_area_mw_per_mm2": 362.3,
        "p_seq_frac": 0.522,
        "intPower_uw": 507.9,
        "leakagePower_nw": 0.6107,
        "p_switching_uw": 143.6,
        "irDropWorstVdd_mv": 0.1750,
        "switching_share": 0.2204,
        "power_frac_clock": 0.397,
        "combPwrFrac": 0.081,
    },
    "sta": {
        "finalCritPeriodShare": 0.7816,
        "min_period_ns": 2.970,
        "skew_ns": 0.005885,
        "fmax_mhz": 336.7,
        "fin_ws_ns": 0.8298,
        "rsz0062_at_grt": "no",
        "slew_violations": 0,
        "tightest_slew_ns": 0.6480,
        "setup_viol": 0,
        "final.setup.tns_ns": 0,
        "slew_headroom": 0.5680,
        "hold_viol": 0,
    },
    "synthesis": {
        "async_flop_share": 0,
        "synth_area_mm2": 0.001281,
        "logic_family": "simple AND/OR/NAND/NOR gates",
        "synthMuxAreaShare": 0.007813,
        "yosysChipArea_mm2": 0.001281,
        "ys_sh_aoi": 0.1152,
        "ys.flop_type": "dfxtp_1",
        "ys_warn_count": 1,
        "ys_sh_adder": 0.009766,
        "postSynthAreaPerCell_um2": 9.561,
        "syn_inst": 134,
        "ys_cells": 134,
        "synth.distinct_cells": 32,
        "simple_gate_share": 0.2617,
        "edf_count": 0,
        "synth_flops": 31,
        "xor_area_frac": 0.08887,
        "ys_seq_frac": 0.4844,
    },
    "clocking": {
        "htreeDepth": 2,
        "clockBufferDepth": 2,
        "clock.latency.late_pin_ns": 0.28,
        "cts_setup_buffers": 0,
        "cts_hold_buf": 0,
        "clkSinkCount": 31,
        "cts_resized": 0,
        "numCtsBuffers": 5,
        "root_buffer": "clkbuf_8",
        "cts_tree": "done",
        "clk_pin_slew_ns": 0.06,
    },
    "grt": {
        "grt-busiest-layer": "met1",
        "grt_pass1_wl_um": 4264,
        "grt_usage": 0.1245,
        "grt_pass1_vias": 965,
        "antenna_found_initial": 0,
        "met2_usage": 0.1850,
        "grt-ovfl-total": 0,
        "grtUsageMet3": 0.03082,
        "grt_max_degree": 19,
        "met1_usage": 0.1863,
    },
    "routing": {
        "vias_per_cell": 4.818,
        "vias": 1084,
        "first_pass_iters": 4,
        "wire_per_inst_um": 12.44,
        "detail-route-antenna-nets": 0,
        "diodes": 0,
        "drt_iter0_drc": 60,
        "routed_wl_um": 2798,
        "drc": 0,
    },
    "place": {
        "gp_congestion": 0.8192,
        "hpwlAfterDp_um": 1905,
        "io_buffer_count": 40,
        "dp.cells": 218,
        "dp_slack_ns": 0.8103,
    },
    "worst_hold_path": {
        "hold_class": "register to register",
    },
    "critical_path": {
        "critPathMaxFanout": 18,
        "arrival_ns": 2.21,
        "crit_type": "input pin to output pin",
        "cp-start-kind": "input pin",
        "cp.required_ns": 3.04,
        "crit_path_end_kind": "output pin",
    },
    "job": {
        "warnings": 25,
        "max_cap_viol_count": 0,
    },
}
## worst max-delay path: stages
cell and delay (ns):
clkdlybuf4s50_1 0.83, nand2b_1 0.18, clkdlybuf4s50_1 0.45
## routing by layer
metal / vias to the layer above / part of all wire
met2: 38 / 0.41
li1: 541 / -
met5: - / 0
met3: 7 / 0.066
met4: 0 / 0.021
met1: 498 / 0.50
## flip-flops by register name, summed over array words and instances (netlist names)
register            count
pixel_data_r           12
pixel_data_valid_r      1
data_handler_state      3
address_cnt_r          15
## stage by stage
step	power [mW]	instance area, um^2	hold slack, ns
2_1_floorplan	0.3701	1281	0.4445
3_3_place_gp	0.3996	1710	0.4585
3_5_place_dp	0.4003	1710	0.4710
4_1_cts	0.6576	1798	0.4952
5_1_grt	0.6762	1798	0.5218
6_report	0.6514	1798	0.4862
## kinds of logic after synthesis
kind of cell    after synthesis
xor+xnor                     13
fa+ha+maj                     1
simple gates                 61
compound gates               19
mux                           1
other cells                   1
flops                        31
buf+inv                       7
## Yosys cell counts (4+ instances only)
cell type  number  area share
dfxtp_1        31        0.48
nor2_1         16       0.047
nor2b_1        13       0.063
a22oi_1        12       0.070
xnor2_1         7       0.048
nand2_1         6       0.018
xor2_1          6       0.041
nand3_1         5       0.020
nand4_1         4       0.020
## final timing paths
| check | start | to | slack, ns | depth (start not counted) |
|---|---|---|---|---|
| min | data_handler_state[2]$_DFF_P_ | data_handler_state[1]$_DFF_P_ | 0.49 | 1 |
| max reg2reg | address_cnt_r[2]$_SDFFE_PP0P_ | address_cnt_r[6]$_SDFFE_PP0P_ | 2.04 | 4 |
| max | RST_25_N_I | RST_O | 0.83 | 3 |
| min reg2reg | data_handler_state[2]$_DFF_P_ | data_handler_state[1]$_DFF_P_ | 0.49 | 1 |
## final cells by class
cell class	count	area share
clock inverter	1	0.002784
inverter	1	0.002088
timing repair buffer	40	0.2227
tap	50	0.03479
multi-input combinational	96	0.3466
sequential	31	0.3452
clock buffer	6	0.04593
## power groups by stage
| stage | Sequential, mW | Clock [mW] | Combinational (mW) |
|---|---|---|---|
| final | 0.340 | 0.259 | 0.0527 |
| after global routing | 0.341 | 0.277 | 0.0582 |
| after CTS | 0.340 | 0.264 | 0.0533 |
## cell usage in the layout, fill, tap and decap left out
cell type / count
clkdlybuf4s50_1: 40
nor2_1: 16
nand4_1: 4
clkinv_2: 1
nor4_1: 2
a21oi_1: 1
inv_1: 1
or4_4: 1
ha_1: 1
conb_1: 1
o21ai_1: 1
a21oi_2: 1
and2_1: 3
xnor2_1: 7
nand3_1: 5
and4_2: 1
nand4_2: 1
and4_1: 1
dfxtp_1: 31
o21ai_0: 2
nand2_1: 6
nor3_1: 3
nand2b_1: 2
a22oi_1: 12
mux2i_1: 1
nor2b_1: 13
or2_1: 1
and3_1: 1
o31ai_1: 1
o31ai_4: 1
clkbuf_8: 6
nand3b_1: 1
xor2_1: 6
Power is estimated from default activity; no workload was simulated.
