**flow/design.v**
```verilog
`timescale 1ns / 1ps
module pixel_provider(
  input            CLK_25_I    ,    
  input            RST_N_I     ,    
  input            ENABLE_I    ,    
  output  [11:0]   PIXEL_OUT_O      
  );
  localparam [11:0] BLACK_C = 12'h000;
  localparam [11:0] WHITE_C = 12'hFFF;
  localparam [11:0] RED_C = 12'hF00;
  localparam [11:0] GREEN_C = 12'h0F0;
  localparam [11:0] BLUE_C = 12'h00F;
  localparam [11:0] YELLOW_C = 12'hFF0;
  localparam [11:0] MAGENTA_C = 12'hC0D;
  localparam [11:0] AQUA_C = 12'h0FF;
  localparam [15:0] LINE_C = 16'd640;
  localparam [15:0] STRIPE_C = 16'd80;
  reg [15:0] counter_r                            ;
  reg [11:0] color_r                              ;
  assign PIXEL_OUT_O = (ENABLE_I) ? color_r : 12'd0   ;
  always @(posedge CLK_25_I)begin
    if(!RST_N_I)begin
      counter_r              <= 16'd0;
    end
    else begin
      if(ENABLE_I)begin
        counter_r            <= counter_r + 16'd1;
      end
      else begin
        counter_r            <= 16'd0;
      end
    end
  end
  always @(posedge CLK_25_I)begin
    if(!RST_N_I)begin
      color_r                <= 12'd0            ;
    end
    else begin
      if(counter_r <= STRIPE_C) begin
        color_r              <= BLACK_C          ;
      end
      else if(counter_r > STRIPE_C && counter_r <= (2 * STRIPE_C))begin
        color_r              <= WHITE_C          ;
      end
      else if(counter_r > (2 * STRIPE_C) && counter_r <= (3 * STRIPE_C))begin
        color_r              <= RED_C          ;
      end
      else if(counter_r > (3 * STRIPE_C) && counter_r <= (4 * STRIPE_C))begin
        color_r              <= GREEN_C          ;
      end
      else if(counter_r > (4 * STRIPE_C) && counter_r <= (5 * STRIPE_C))begin
        color_r              <= BLUE_C          ;
      end
      else if(counter_r > (5 * STRIPE_C) && counter_r <= (6 * STRIPE_C))begin
        color_r              <= YELLOW_C          ;
      end
      else if(counter_r > (6 * STRIPE_C) && counter_r <= (7 * STRIPE_C))begin
        color_r              <= MAGENTA_C          ;
      end
      else begin
        color_r              <= AQUA_C          ;
      end
    end
  end
endmodule
```
**flow/run.sh**
```bash
#!/bin/bash
# OpenROAD 26Q1-2900-gdf79404cd8, Yosys 0.63+post, stock flow scripts
make -C /OpenROAD-flow-scripts/flow DESIGN_CONFIG=/design/flow/config.mk WORK_HOME=/design/flow/orfs finish
```
**flow/config.mk**
```make
export PLATFORM = sky130hd
export DESIGN_NAME = pixel_provider
export DESIGN_NICKNAME = pixel_provider
export VERILOG_FILES = /design/flow/design.v
export SDC_FILE = /design/flow/constraint.sdc
export NUM_CORES = 4
export LEC_CHECK = 1
export CORE_AREA = 10 10 109 109
export DIE_AREA = 0 0 119 119
```
**flow/constraint.sdc**
```tcl
current_design pixel_provider

set clk_period 2.8
set clk_io_pct 0.2

create_clock -name clk0 -period $clk_period [get_ports {CLK_25_I}]

set non_clock_inputs [all_inputs -no_clocks]
set_input_delay [expr $clk_period * $clk_io_pct] -clock clk0 $non_clock_inputs
set_output_delay [expr $clk_period * $clk_io_pct] -clock clk0 [all_outputs]
```
==> summary.txt <==
run results: Crit path top cell by count=clkdlybuf4s50_1, Congestion Overflow GR=0, Worst slew margin=55.4%, CP Launch Type=primary input, drt wl/cell=8.39 um, Post-synth EDFFs=0, type of the worst min-delay path=reg -> reg, Commonest Layout Cell=dfxtp_1, Synth Instances=136, Leak=0.428 nW, CTS tree=built, total number of vias=922, chip area=14200 um^2, dpl hpwl=1.65 mm, H-tree Lvls=1, Main synth FF type=dfxtp_1, Post-Route Skew=4.33 ps, fin crit period=2370 ps, Yosys top cell area share=37.5%, yosys stat area=1120 um^2, Slew Viols, Final=0, TNS Setup=0 ps, Required @ worst endpoint=2240 ps, Clock Sink Count=21, VDD IR max=0.000142 V, flops out of synthesis=21, top cells by area=dfxtp_1 37%, nor2_1 6.4%, xnor2_1 6.2%, Crit. End Element=output pin, gr usage total=3.23%, power density over cell area=371 nW/um^2, WHS=492 ps, WS Path Type=in -> out, TritonCTS Buffers=3, PortBufs=14, antenna viol nets, final=0, status=finished, final reports clean, Die Y=119 um, maximum clock path buffer count=2, Yosys warnings=1, CP Cell Sequence=clkdlybuf4s50_1 > and2_1 > clkdlybuf4s50_1, CP max stage cell=clkdlybuf4s50_1, Syn Area/Cell=8.25 um^2, Post-CTS Hold Buffers=0, GPL Wtd Cong=0.820, layout cell share with drive strength beyond 1=8.57%, Initial Util=11.6%, clock latency at the later pin of the worst-skew pair=260 ps, DR DRC count=0, Synth area leader=dfxtp_1, Area growth syn-to-layout=24.3%, drt first pass iters=4, Resize count post-CTS=0, Final Hold Fails=0, critical-path maximum fanout=7, core area=9640 um^2, OpenROAD warnings=26, # diodes=0, initial antenna violation count=0, CP Buf/Inv Count=2, most frequent cells in the layout=21 x dfxtp_1, 19 x nor2_1, 14 x clkdlybuf4s50_1, WP data arrival=1810 ps, Cell Type Count=34, RSZ-0062 raised after global routing=false, Async SR Flop Fraction=0%, FMAX=423 MHz, mapped cell area=1120 um^2, first-pass GRT wire length=3.97 mm, Root Buffer=clkbuf_8, largest net degree at the start of global routing=16, fin crit share=84.5%, Final Routed Wirelength=2.29 mm, final setup fails=0, die width=119 um, Iteration-0 DRC Markers=63, vias in the first global route=840, row count=36, sequential cell area fraction in the yosys report=37.5%, CP top delay family=buffers and inverters, Slew @ Worst Pin=662 ps, vias per cell=3.38, clock transition at the registers of the reported paths=80 ps, # Cells Yosys=136, num ports=15, MaxCap Viol Count=0, filler cell count=1115, Crit path largest cell delay=550 ps, setup bufs post-CTS=0
## where the power goes
| group | total, mW | switching (mW) | internal (mW) | leakage, nW |
|---|---|---|---|---|
| sequential | 0.301 | 0.00172 | 0.300 | 0.169 |
| clock | 0.201 | 0.102 | 0.0992 | 0.0255 |
| combinational | 0.0159 | 0.00953 | 0.00636 | 0.233 |
## final cells by class
type / instances / area, um^2 / share of cell area, %
Clock inverter: 1 / 5.00 / 0.359
Inverter: 3 / 11.3 / 0.807
Clock buffer: 3 / 41.3 / 2.96
Timing Repair Buffer: 14 / 140 / 10.0
Sequential cell: 21 / 420 / 30.1
Tap cell: 133 / 166 / 11.9
Multi-Input combinational cell: 98 / 611 / 43.8
## routing by layer
metal	track usage [%]	routed length, um	vias to the layer above
met5	0	0	-
li1	-	-	474
met3	1.58	234	2
met4	0.305	18	0
met2	4.39	800	31
met1	4.63	1240	415
## logic make-up after synthesis
family,after synthesis,share of synthesized area [%]
buffers and inverters,17,8.14
XOR/XNOR,12,9.36
flip-flops,21,37.5
AND/OR/NAND/NOR,62,29.3
AND-OR/OR-AND,22,13.5
adder cells (fa/ha/maj),2,2.23
## stage by stage
stage | power, mW | setup WS, ps | area, um^2 | utilization [%] | instances
after floorplan | 0.317 | 651 | 1120 | - | 136
after global placement | 0.324 | 450 | 1350 | 14.0 | 269
after detailed placement | 0.324 | 413 | 1350 | 14.0 | 269
after CTS | 0.524 | 415 | 1400 | 14.5 | 273
after global routing | 0.539 | 334 | 1400 | 14.5 | 273
final | 0.518 | 433 | 1400 | 14.5 | 273
## path summary, 6_finish.rpt
check                                 from                 endpoint  slack [ps]  depth (start not counted)
setup / recovery                  ENABLE_I           PIXEL_OUT_O[7]         430                          3
hold reg to reg    counter_r[0]$_SDFF_PN0_  counter_r[0]$_SDFF_PN0_         490                          1
setup reg to reg  counter_r[15]$_SDFF_PN0_    color_r[3]$_SDFF_PP0_         530                          4
hold / removal     counter_r[0]$_SDFF_PN0_  counter_r[0]$_SDFF_PN0_         490                          1
## synthesized netlist by cell type, types with 2 or more instances
library cell,count
nand3_1,6
dfxtp_1,21
and3_1,4
a21oi_1,5
nor2_1,19
a211oi_1,2
buf_4,7
xor2_1,4
and2_1,6
nor3_1,4
inv_1,3
o311a_1,2
a211o_1,2
or4_4,2
o21ai_0,6
nand2_1,9
or3_1,2
xnor2_1,8
or3b_2,2
clkbuf_1,5
nand4_1,2
nor4_1,2
ha_1,2
## flip-flops by register name, indices dropped and copies added, names as in the netlist
register / cells
color_r: 5
counter_r: 16
Power is estimated from default activity; no workload was simulated.
